**flow/run.sh**
```bash
#!/bin/bash
# OpenROAD 26Q1-2900-gdf79404cd8, Yosys 0.63+post, stock flow scripts
make -C /OpenROAD-flow-scripts/flow DESIGN_CONFIG=/design/flow/config.mk WORK_HOME=/design/flow/orfs finish
```
**flow/config.mk**
```make
export PLATFORM = sky130hd
export DESIGN_NAME = TC
export DESIGN_NICKNAME = TC
export VERILOG_FILES = /design/flow/design.v
export SDC_FILE = /design/flow/constraint.sdc
export NUM_CORES = 4
export LEC_CHECK = 1
export CORE_UTILIZATION = 30
```
**flow/constraint.sdc**
```tcl
current_design TC

set clk_period 5.9
set clk_io_pct 0.2

create_clock -name clk0 -period $clk_period [get_ports {clk}]

set non_clock_inputs [all_inputs -no_clocks]
set_input_delay [expr $clk_period * $clk_io_pct] -clock clk0 $non_clock_inputs
set_output_delay [expr $clk_period * $clk_io_pct] -clock clk0 [all_outputs]
```
**flow/design.v**
```verilog
`timescale 1ns / 1ps
module TC(
    input clk,
    input reset,
    input [31:2] Addr,
    input WE,
    input [31:0] Din,
    output [31:0] Dout,
    output IRQ	 
    );
	reg [1:0] state;
	reg [31:0] mem [2:0];	 
	reg _IRQ;
	assign IRQ = mem[0][3] & _IRQ;	 
	assign Dout = mem[Addr[3:2]];	 
	wire [31:0] load = Addr[3:2] == 0 ? {28'h0, Din[3:0]} : Din;	 
	integer i;
	always @(posedge clk) begin
		if(reset) begin		 
			state <= 0; 
			for(i = 0; i < 3; i = i+1) mem[i] <= 0;
			_IRQ <= 0;
		end
		else if(WE) begin
			mem[Addr[3:2]] <= load;	 
		end
		else begin
			case(state)
				2'b00 : if(mem[0][0]) begin	 
					state <= 2'b01;
					_IRQ <= 1'b0;
				end
				2'b01 : begin		 
					mem[2] <= mem[1];
					state <= 2'b10;
				end
				2'b10  : 			 
					if(mem[0][0]) begin	 
						if(mem[2] > 1) mem[2] <= mem[2]-1;
						else begin	 
							mem[2] <= 0;
							state <= 2'b11;
							_IRQ <= 1'b1;
						end
					end
					else state <= 2'b00;	 
				default : begin		 
					if(mem[0][2:1] == 2'b00) mem[0][0] <= 1'b0;	 
					else _IRQ <= 1'b0;			 
					state <= 2'b00;			 
				end
			endcase
		end
	end
endmodule
```
==> commit_impl_results.txt <==
Store results of the implementation flow

- Leaving out fill and tap cells, the most frequent cell in the layout is sky130_fd_sc_hd__edfxtp_1.
- Critical Path Slowest Stage Cell: sky130_fd_sc_hd__mux4_2
- The longest clock path from root to sink contains 2 buffers.
- Counting flops with an async set or reset pin after synthesis yields a share of 0%.
- Grt total ovfl: 0
- Once the clock tree was built, the resizer swapped 0 gates to a different size.
* Outcome: completed
* Drt total wl: 18.4 mm
- For reference, the final report shows the hold violation count at 0.
* Most used flip-flop cell: sky130_fd_sc_hd__edfxtp_1
- Routed wire length per instance: just under 20 um
- Avg Inst Size Synth: approximately 12 um^2
- Unrepaired setup endpoints after global routing: no
- For this block, the initial DRC count from the detailed router was ~300.
- Number of synthesis warnings: 1
* Number of standard cells after synthesis: about 550
- At the floorplan stage, the core utilization is reported as just over 30%.
- The initial antenna violation count came to 0.
- Relative to the synthesized area, the layout overhead comes to 25.4%.
- STA classifies the critical path endpoint as an output pin.
- Between clock sinks in the finished design, the worst skew comes to 0.00810 ns.
- Via-to-Cell Ratio: approximately 5.3
- Top library cells by usage in the layout, fill and taps aside: sky130_fd_sc_hd__edfxtp_1 (128), sky130_fd_sc_hd__nor2_1 (81), sky130_fd_sc_hd__clkdlybuf4s50_1 (67)
- The post-synth count of flops with an enable pin is 128.
- Final antenna-violating net count: 0
- Remaining max-slew budget at the tightest pin: around 44%
* First-pass GRT wire length: approximately 29 mm
- Insertion delay at the late pin of the worst-skew pair: 0.42 ns
* # Max-Cap Violations: 0
* Share of the yosys chip area belonging to registers: 58.0%
- Area reported by Yosys stat: ~6800 um^2
- GR Util All Layers: between 15 and 20%
* TritonCTS Buffers: 17
* Number of clock sinks: about 130
- Per the repair_timing log after CTS, setup buffers inserted total 0.
* Tally of OpenROAD warnings: roughly 54
* Worst Hold Class: reg -> reg
- The synthesized netlist contains roughly 54 unique library cells.
* Pleak: roughly 3.1 nW
* Vias in the first global route: ~5,000
- Detailed-routed wire length on met2: ~8.6 mm
- The required time at the worst endpoint is listed as about 4.7 ns.
- Power spread over the standard cell area amounts to roughly 280 nW/um^2.
- Fmax: ~0.24 GHz
- After clock tree synthesis, the clock-pin slew on the worst setup and hold paths is about 0.06 ns.
* Share of layout cells above drive strength 1: around 15%
* Post-Syn Area: just under 7000 um^2
- DRC: 0
* Maximum net fanout on the critical path: 37
* Arrival time at the worst endpoint: 2.92 ns
- Final critical-path required period: around 4 ns
- Once detailed placement completed, the half-perimeter wirelength came to approximately 12 mm.
- The critical path goes through buf_2, buf_4, mux4_2, clkdlybuf4s50_1.
- TritonCTS built the clock tree.
- Critical Path Max Stage Delay: approximately 0.63 ns
- Final setup violation count: 0
* Area post-placement: between 7000 and 8000 um^2
- The worst path uses a little over two thirds of the clock period.
* Final Wtd Congestion: ~0.8
* Clock root cell: sky130_fd_sc_hd__clkbuf_16
- Post-synthesis cell count from yosys: between 500 and 600
* Number of filler instances in the final layout: approximately 2,100
* Highest metal layer used by the detailed router: met4
- Post-CTS Hold Fix Bufs: 0
- The routed layout has approximately 5,000 vias.
* Die width: between 150 and 200 um
- Final Cell Area: roughly 8500 um^2
- The transition time recorded at the tightest slew-check pin is 0.825 ns.
* Start-to-end type of the worst setup path: in -> out
- The worst setup path is launched from an input port.
* Depth of the most critical reg-to-reg path: 6
* I/O pin cnt: 98
- Per the OpenROAD floorplan log, the area of the die is ~23,000 um^2.
* Met3 routed WL: ~2.1 mm
* Number of buffer cells added on primary ports: around 69
- Entering global routing, the biggest net connects 38 pins.
- The number of cells on the worst hold path is listed as 2.
* Std-Cell Rows: roughly 54
- Combined area of the multi-input logic cells: approximately 2800 um^2
- Worst IR Drop VDD: 0.179 mV
- The core region is between 20,000 and 25,000 um^2.
- The final timing report lists a max-slew violation count of 0.
- The first detailed-routing pass ran for 16 iterations.
- # diodes: 0
- The layout report lists the combined flip-flop and latch area as 3940 um^2.
- Looking at the clock tree report, the H-tree level count equals 4.
- Wl on met1: between 7 and 8 mm
* Number of register bits inferred by synthesis: between 100 and 150
- Setup Total Neg Slack: 0 ns
* Height of the die: 153 um
registers in the layout, indices dropped and copies added, names as in the netlist:
| register | cells |
|---|---|
| state | 4 |
| _IRQ | 1 |
| mem | 128 |
kinds of logic after synthesis:
family                     Yosys count  share of synthesized area (%)
adders and majority gates            2                          0.368
xor gates and xnor gates            27                           3.48
and+or+nand+nor                    253                           18.7
AOI/OAI and AO/OA                   58                           6.02
other                                1                         0.0552
buffers and inverters               45                           2.61
DFF                                133                           58.0
muxes                               33                           10.8
metrics by stage:
stage	std cells	utilization [%]	worst slack (ns)	hold WS [ns]	total power, mW
finish	940	38.7	1.80	0.442	2.42
global route	940	38.7	1.63	0.493	2.52
detailed placement	908	36.1	1.61	0.437	1.41
floorplan	579	-	1.09	0.423	1.28
CTS	940	38.7	1.73	0.446	2.44
global placement	908	36.1	1.64	0.435	1.41
synthesized netlist by cell type, drive strengths merged (2+ instances only):
cell | number | share of area (%)
xnor2 | 8 | 1.0
a221oi | 9 | 1.2
o211ai | 3 | 0.33
a21oi | 20 | 1.5
nand2 | 43 | 2.4
or2 | 6 | 0.55
and4 | 2 | 0.26
inv | 8 | 0.44
edfxtp | 128 | 57
or3 | 6 | 0.55
or4 | 6 | 0.66
nand4 | 4 | 0.37
o31ai | 2 | 0.22
mux4 | 32 | 11
nor3 | 24 | 1.8
xor2 | 19 | 2.4
nor4 | 18 | 2.2
nand3 | 30 | 2.2
o21ai | 6 | 0.44
clkbuf | 31 | 1.7
ha | 2 | 0.37
nor2 | 82 | 4.6
dfxtp | 5 | 1.5
buf | 6 | 0.46
a31oi | 4 | 0.59
a32o | 2 | 0.29
and2 | 14 | 1.3
nand2b | 3 | 0.28
and3 | 12 | 1.1
layer usage:
layer  vias up  GRT usage, %
met3        34          7.71
met5         -             0
met1      2388          24.4
met2       295          26.2
li1       2269             -
met4         0          3.32
layout make-up:
cell class | instances | share of cell area [%]
Tap cell | 280 | 4.11
Clock buffer | 23 | 5.61
Clock inverter | 9 | 1.19
Multi-Input combinational cell | 401 | 33.0
Sequential cell | 133 | 46.3
Inverter | 8 | 0.352
Timing Repair Buffer | 86 | 9.48
path summary, 6_finish.rpt:
kind | start | endpoint | slack, ns
max | Addr[2] | Dout[14] | 1.80
max reg2reg | mem[0][0] | mem[1][0] | 2.99
min | state[3] | state[3] | 0.44
min reg2reg | state[3] | state[3] | 0.44
report_power, final:
part           switching, mW  internal, mW
Sequential            0.0319          1.10
Clock                  0.380         0.652
Combinational          0.127         0.135
worst max-delay path, delay by kind of cell:
kind	cells	cell delay [ns]
buffers and inverters	3	1.10
multiplexers	1	0.63
No activity file was given, so power comes from the tool's default toggle rates.
