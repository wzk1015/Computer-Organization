<file path="design.v">
`timescale 1ns / 1ps
module ext(
    input [15:0] imm,
    input [1:0] EOp,
    output [31:0] ext
    );
	assign ext = 	(EOp==0)? { {16{imm[15]}} , imm }:
						(EOp==1)? { {16{0}} , imm }:
						(EOp==2)? { imm , {16{0}} }:
									 ({ {16{imm[15]}} , imm }<<2);
endmodule
</file>
<file path="run.sh">
#!/bin/bash
# OpenROAD 26Q1-2900-gdf79404cd8, Yosys 0.63+post, stock flow scripts
make -C /OpenROAD-flow-scripts/flow DESIGN_CONFIG=/design/flow/config.mk WORK_HOME=/design/flow/orfs finish
</file>
<file path="config.mk">
export PLATFORM = sky130hd
export DESIGN_NAME = ext
export DESIGN_NICKNAME = ext
export VERILOG_FILES = /design/flow/design.v
export SDC_FILE = /design/flow/constraint.sdc
export NUM_CORES = 4
export LEC_CHECK = 1
export CORE_AREA = 10 10 70 70
export DIE_AREA = 0 0 80 80
</file>
<file path="constraint.sdc">
current_design ext

set clk_period 1.6
set clk_io_pct 0.2

create_clock -name clk0 -period $clk_period

set non_clock_inputs [all_inputs -no_clocks]
set_input_delay [expr $clk_period * $clk_io_pct] -clock clk0 $non_clock_inputs
set_output_delay [expr $clk_period * $clk_io_pct] -clock clk0 [all_outputs]
</file>
==> flow_summary.json <==
{
  "fp.dieW_um": 80,
  "rows": 21,
  "path_cells": "buf_2 -> and2_4 -> clkbuf_16 -> buf_12 -> a22o_1 -> clkdlybuf4s15_1",
  "ff_count": 0,
  "crit_fanout": 6,
  "wl_met1_um": 785,
  "cap_viol_max_count": 0,
  "hp-start": "imm[9]",
  "worst-setup-path-type": "primary input to primary output",
  "route.met3.wl_um": 283,
  "top_layer": "met3",
  "leakagePower_nw": 0.571,
  "ys_top_cells_by_count": "a22o_1 (15), buf_4 (14), and2b_1 (2), buf_6 (2)",
  "start_kind": "primary input",
  "yosys_area_um2": 303,
  "min_to": "ext[11]",
  "place.gp.congestion": 0.774,
  "ys_top_cells_by_area": "a22o_1 (43%), buf_4 (35%), buf_6 (7.4%), and2b_1 (5.0%), and2_4 (2.9%)",
  "final_cells": 125,
  "syn_area_um2": 303,
  "io_pins": 50,
  "hold_class": "primary input to primary output",
  "ant_nets": 0,
  "fp_util_pct": 8.86,
  "top_area_share_pct": 43.4,
  "grt_pass1_wl_um": 2020,
  "synth_area_leader_cell": "a22o_1",
  "dpl_worst_slack_ns": -0.560,
  "wl_um": 1690,
  "dp_hpwl_um": 1270,
  "grt_antenna_before_repair": 0,
  "num_vias": 448,
  "postCtsHoldBufs": 0,
  "slowest_stage": "clkdlybuf4s15_1",
  "total_power_mw": 0.197,
  "max_stage_delay_ns": 0.18,
  "die_area_um2": 6400,
  "relSlewSlack_pct": 91.2,
  "synthCells": 38,
  "fin_setup_tns_ns": 0,
  "post-synth-top-count-cell": "a22o_1",
  "fin_crit_ns": 1.53,
  "min_path_cells": 3,
  "wl_per_cell_um": 13.5,
  "ys_cells": 38,
  "status": "complete, no violations",
  "final-seq-area_um2": 0,
  "warning_count": 33,
  "setup_viol": 0,
  "clock_buffers": 0,
  "met2_length_um": 619,
  "fp.dieH_um": 80,
  "place_inst": 121,
  "vdd_drop_max_uv": 60.3,
  "core_area_um2": 3420,
  "ys_seq_share_pct": 0,
  "crit_family": "buffers and inverters",
  "dr.pass1.iters": 4,
  "grt_pass1_vias": 425,
  "tightest_slew_ns": 0.132,
  "post-route-worst-setup-slack_ns": 0.0664,
  "drt-initial-drc-count": 5,
  "crit_required_ns": 1.28,
  "avgSynthCellArea_um2": 7.97,
  "worstPathBufferInverterCount": 4,
  "n_fill_cell": 370,
  "grt_max_degree": 16,
  "power_density_nw_per_um2": 227,
  "rsz0062_at_grt": "no",
  "synth.distinct_cells": 9,
  "grt_usage_pct": 3.81,
  "period_used_pct": 95.8,
  "end_kind": "primary output",
  "diodes": 0,
  "io_buffers": 50,
  "overflow": 0,
  "drive_gt1_share_pct": 17.7,
  "worst_hold_slack_ns": 1.05,
  "max_freq_ghz": 0.652,
  "hold_viol": 0,
  "drv_slew": 0,
  "viasPerCell": 3.58,
  "drc": 0,
  "ys_warn_count": 0,
  "arrival_ns": 1.21,
  "syn2layout_area_growth_pct": 187
}
## per-layer routing
layer	global-route usage (%)	vias to the layer above
li1	-	211
met5	0	-
met3	2.05	0
met4	0	0
met1	5.27	196
met2	5.38	41
## where the power goes
group	leakage, nW	internal, mW	switching (mW)
registers	0	0	0
logic	0.571	0.142	0.0557
clock network	0	0	0
## placed cells by master (no fill, tap or decap), drive strengths merged
cell           netlist  routed
buf                 17       8
and2                 1       1
clkdlybuf4s15        0       1
dlygate4sd2          0      31
clkbuf               0       1
clkinvlp             0       2
clkdlybuf4s50        0       2
o21a                 1       1
and2b                2       2
nor2                 1       1
dlymetal6s2s         0      14
a22o                15      15
## stage by stage
stage               area [µm²]  util, %
global placement           783     22.9
floorplan                  303        -
detailed placement         783     22.9
global route               868     25.4
CTS                        768     22.5
finish                     868     25.4
## kinds of logic after synthesis
group	share of synthesized area (%)
buffers and inverters	45.0
AOI/OAI and AO/OA	45.9
and+or+nand+nor	9.09
## how the worst max path moves through the flow
| stage | start | end | slack (ns) | cells after the start |
|---|---|---|---|---|
| 4_1_cts | EOp[1] | ext[16] | -0.11 | 5 |
| 5_1_grt | EOp[0] | ext[5] | 0.04 | 6 |
| 6_report | EOp[0] | ext[5] | 0.07 | 6 |
## repair_timing
item,4_1_cts,5_1_grt
gates resized,47,19
setup buffers,1,1
setup endpoints to repair,32,14
pin swaps,4,4
gates cloned,1,2
## cell type report
class              count  area [µm²]  area share (%)
repair buffers        57         619            71.3
multi-input cells     20         176            20.3
well taps             46        57.6            6.63
inverters              1        7.51           0.865
repair inverters       1        7.51           0.865
Power figures rest on the tool's default switching activity, not on a simulated workload.
